--- ./design.v ---
`timescale 1ns / 1ps
module Regfile(
	input				clk,
	input		[31:0]	d,
	output		[31:0]	a,
	output		[31:0]	b,
	input		[4:0]	rd,
	input		[4:0]	rs1,
	input		[4:0]	rs2,
	input				we_d
);
	reg [31:0] registers [31:0];
	assign a = registers[rs1];
	assign b = registers[rs2];
	always @(posedge clk) begin
		if (we_d) begin
			registers[rd] <= d;
		end
	end
endmodule
--- ./constraint.sdc ---
current_design Regfile

set clk_period 5.1
set clk_io_pct 0.2

create_clock -name clk0 -period $clk_period [get_ports {clk}]

set non_clock_inputs [all_inputs -no_clocks]
set_input_delay [expr $clk_period * $clk_io_pct] -clock clk0 $non_clock_inputs
set_output_delay [expr $clk_period * $clk_io_pct] -clock clk0 [all_outputs]
--- ./config.mk ---
export PLATFORM = sky130hd
export DESIGN_NAME = Regfile
export DESIGN_NICKNAME = Regfile
export VERILOG_FILES = /design/flow/design.v
export SDC_FILE = /design/flow/constraint.sdc
export NUM_CORES = 4
export LEC_CHECK = 1
export CORE_UTILIZATION = 50
--- ./run.sh ---
#!/bin/bash
# OpenROAD 26Q1-2900-gdf79404cd8, Yosys 0.63+post, stock flow scripts
make -C /OpenROAD-flow-scripts/flow DESIGN_CONFIG=/design/flow/config.mk WORK_HOME=/design/flow/orfs finish
==> run notes <==
Physical implementation

The most instantiated flip-flop cell in the synthesis netlist is edfxtp_1. The final max-slew violation count is 0. The wire length of the first global-routing pass is 223300 um. In this design, the critical path's most frequently occurring cell is clkdlybuf4s50_1. The data arrival time reported for the critical path is approximately 3900 ps.

TritonCTS reports the number of clock sinks as around 1000. The highest net fanout along the worst path is 27. The mean number of vias per cell is 6.393. Synthesis inferred 1024 register bits.

Of the post-synthesis cell area, the dominant cell type holds 63.03%. The setup slack after layout is 191.7 ps. According to the dpl log, the detail-placed design has an HPWL of 89720 um. The area of the die is 98830 um^2. The wire length recorded after detailed routing is 155600 um. The number of global-route vias before repair is 33031. Per the final layout report, the fraction of cells sized above drive strength 1 comes to 10.83%. The pre-CTS setup slack is 241.0 ps. Buffers added to address setup during post-CTS repair amount to 0.

The static leakage is just over 20 nW. The final worst-path cycle share is 96.24%. The longest clock path from root to sink contains 3 buffers. In the final layout, the registers with the most flip-flops are registers x1024. For this run, the number of Yosys warnings is 1. The largest combinational cell category by area is multiplexers.

For this block, the via count after detailed routing is 31415. STA classifies the critical path endpoint as a primary output. The commonest cells after synthesis are 1024 x edfxtp_1, 1024 x mux2i_1, 195 x nand2_1. The area growth from synthesis to layout is 14.80%. Measured against the total synthesized area, the mux share comes to between 20% and 30%. The cell count after synthesis is 3386. The routed design ends up with an antenna cell count of 0. The data required time reported for the critical path is 4080 ps.

The last element of the critical path is b[11]. The number of antenna violations at the first check in global routing was 2. The post-synthesis share of cell area spent on and-or and or-and gates is 8.042%. The count of routing violations after the opening detailed-route iteration is 2312. The flip-flop count of the largest register, all copies and words added is 1024.

The floorplan has between 100 and 150 rows. The die width is approximately 310 um. After floorplanning, the core was sized to cover approximately 97000 um^2.

The worst supply voltage drop on vdd is about 280 uV. Static timing analysis puts the maximum clock frequency at 0.2037 GHz. Setup repair after global routing left no endpoint under its margin. The classification of the worst-slack hold path is input pin to flip-flop. The number of port buffers is 112.

Across all hold checks on the routed design, the worst slack comes to around 1200 ps. After layout, the minimum clock period comes to around 4900 ps. The power density relative to cell area is 339.6 nW/um^2. The worst relative slew slack is 36.86%. CTS placed an instance of clkbuf_16 at the clock tree root. The TritonCTS clock tree is done. The global-route total usage across every layer is 34.67%.

The cell with the biggest individual delay on the critical path is clkdlybuf4s50_1. The post-synthesis sequential area ratio is a little over three fifths. By area the synthesized netlist is led by edfxtp_1 63%, mux2i_1 21%, a22oi_1 3.0%.

The vertical die size is 314.4 um. Of the total synthesized cell area, the portion taken by full adders, half adders and majority gates is 0%. The maximum number of pins on one net before global-route repair is 75.

Yosys stat counts 3386 cells in the synthesized netlist. The average cell area after synthesis is around 14 um^2. Once the clock tree was built, the resizer swapped 0 gates to a different size. Summing the areas of all xor and xnor instances in the mapped netlist gives 0% of the synthesized area. The count of distinct cell types in the synthesized netlist is 23. CTS built an H-tree with a depth of 3. After Yosys synthesis, and, or, nand and nor cells account for 4.714% of the synthesized area. The register bank with the most flops is registers. Yosys reports a chip area of 48790 um^2. The registers of the reported paths see a clock transition of 60 ps. The number of failing setup endpoints in the final timing report is 0. The flow ran to the end, and the final reports show no timing, DRC or antenna violations.

Per the detail_route report, routed wire per instance is 31.66 um. The remaining antenna violation count is 0. Once the floorplan was initialized, standard cells occupied 50.45% of the core. The number of flops mapped to enable cells by yosys is 1024. Before any placement, the netlist area is recorded as 48790 um^2. The total I/O pin count is 113.

The stage logs contain a warning count of 26. The iteration count recorded for the first detailed-route pass is 8. The class of the most critical setup path is input pin to primary output. Per the synthesis report, the dominant area consumer among library cells is edfxtp_1.

The total overflow left after global routing is 0. Per the detail_route report, DRC violations left total 0. Cells fill 57.92% of the core in the end.

Looking at the max-slew report, the worst-margin pin has a slew of 944.1 ps. Per the final timing report, the hold violations number 0. Per the gpl log, the routability congestion estimate is 0.8912. The number of max-cap violations is 0. Per STA, the highest per-stage delay on the worst path measures 660 ps. Adding up every negative setup slack in the final design gives 0 ps.

OpenSTA lists the critical path startpoint as rs2[0]. Walking the worst path, the cells encountered are clkdlybuf4s50_1 -> nor2b_4 -> buf_12 -> buf_4 -> a21oi_1 -> a31oi_1 -> nand3_1 -> clkdlybuf4s50_1. The number of clock buffers inserted by TritonCTS is 107. STA classifies the critical path startpoint as an input pin. The post-synthesis async set-or-reset flop share is 0%. Buffers inserted to repair hold after CTS numbered 0.
-- per-layer routing --
metal  GRT usage [%]  share of wire (%)
met4           8.859                3.4
met5          0.9671              0.053
met2           49.40                 45
met3           23.94                 17
met1           45.36                 34
-- worst min path at each step --
stage	slack, ps	cells after the start	start	endpoint
5_1_grt	1180	2	d[28]	registers[23][28]
4_1_cts	1130	2	d[3]	registers[9][3]
6_report	1170	2	d[3]	registers[10][3]
-- cells by family after synthesis --
group,count (synthesis)
compound gates,576
buf+inv,253
flops,1024
mux,1024
simple gates,509
-- final cells by class --
cell class | count | area (um^2)
clock buffer | 136 | 2872
clock inverter | 63 | 615.6
fill | 7249 | 40700
multi-input combinational | 2109 | 16780
sequential | 1024 | 30750
tap | 1276 | 1597
timing repair buffer | 306 | 3401
-- layout by cell type (no fill, tap or decap), drive strengths merged, types with 35 or more instances in the layout --
cell           instances
clkinv                47
nand2                195
nand3                194
buf                  196
mux2i               1024
nor3                  64
a31oi                 64
clkdlybuf4s50        110
clkbuf               136
a22o                 128
edfxtp              1024
a21oi                192
a22oi                192
nor2                  35
-- worst max-delay path: cells and delay by family --
kind / cells / cell delay, ps
AOI/OAI and AO/OA: 2 / 320
buffers and inverters: 4 / 1720
and+or+nand+nor: 2 / 760
-- stage by stage --
step                instance area [um^2]  instances  power [mW]
finish                             56010       4914       19.02
global route                       56010       4914       19.54
CTS                                56010       4914       19.09
detailed placement                 52530       4715       11.39
global placement                   52530       4715       11.37
floorplan                          48790       3386       10.54
-- where the power goes --
| group | switching, mW | total [mW] | internal, mW |
|---|---|---|---|
| Clock | 3.18 | 7.79 | 4.60 |
| Sequential | 0.0411 | 9.41 | 9.37 |
| Combinational | 1.11 | 1.83 | 0.716 |
| Total | 4.33 | 19.0 | 14.7 |
Power and IR drop assume default switching activity.
