[flow/design.v]
`timescale 1ns / 1ps
module Shifter(
	input		[31:0]	x,
	input		[31:0]	y,
	input		[2:0]	funct3,
	input		[6:0]	funct7,		 
	output	reg	[31:0]	shifter_out
    );
	parameter SL = 3'b001;
	parameter SR = 3'b101;
	always @(*) begin
		case(funct3)
			SL:	shifter_out = x << y[4:0];
			SR:	shifter_out = funct7[5] ? x >>> y[4:0] : x >> y[4:0];
			default: shifter_out = 32'hxxxxxxxx;
		endcase
	end
endmodule
[flow/run.sh]
#!/bin/bash
# OpenROAD 26Q1-2900-gdf79404cd8, Yosys 0.63+post, stock flow scripts
make -C /OpenROAD-flow-scripts/flow DESIGN_CONFIG=/design/flow/config.mk WORK_HOME=/design/flow/orfs finish
[flow/config.mk]
export PLATFORM = sky130hd
export DESIGN_NAME = Shifter
export DESIGN_NICKNAME = Shifter
export VERILOG_FILES = /design/flow/design.v
export SDC_FILE = /design/flow/constraint.sdc
export NUM_CORES = 4
export LEC_CHECK = 1
export CORE_UTILIZATION = 30
[flow/constraint.sdc]
current_design Shifter

set clk_period 7.2
set clk_io_pct 0.2

create_clock -name clk0 -period $clk_period

set non_clock_inputs [all_inputs -no_clocks]
set_input_delay [expr $clk_period * $clk_io_pct] -clock clk0 $non_clock_inputs
set_output_delay [expr $clk_period * $clk_io_pct] -clock clk0 [all_outputs]
==> Table 3: Implementation characteristics <==
Physical design parameters

Parameter                              Value

Status
  Outcome    completed

Worst setup path
  Critical path fanouts, max    35
  Cell with the largest stage delay on the worst path    sky130_fd_sc_hd__nor3_1
  Endpoint arrival time on the critical path    4.27 ns
  Delay of the slowest critical-path stage    0.70 ns
  Startpoint types    input port
  Type of the setup path with the least slack    input port to primary output
  Family with the most delay on the worst path    buffers and inverters
  CP Capture Type    primary output
  Worst path bufs/invs    3
  CP Cell Sequence    buf_2, buf_4, or2_2, nor3_1, a32oi_1, o31a_1, o211ai_1, clkdlybuf4s50_1
  CP Data Required Time    5.76 ns

Final layout
  Footprint of the multi-input gates    3840 um2
  Register cell area after layout    0 um2
  Share of post-route cells with drive strength above 1    0.181
  Fillers    1428
  Most common library cell in the layout ignoring fill and taps    sky130_fd_sc_hd__clkdlybuf4s50_1
  Seq_cells    0
  Layout Area Growth over Synthesis    14.5%
  Tally of clock buffers in the finished layout    0
  Most frequent logic cells in the routed design    sky130_fd_sc_hd__clkdlybuf4s50_1 (68), sky130_fd_sc_hd__nand2_1 (60), sky130_fd_sc_hd__mux2i_1 (55), sky130_fd_sc_hd__mux4_2 (48), sky130_fd_sc_hd__nor2_1 (31)

Global route
  GRT Overall Usage    0.241
  Vias in the first global route    4491
  Aggregate global routing overflow    0
  Wire length of the first global-routing pass    26.2 mm
  Pin count of the biggest net entering global routing    65
  Initial antenna violation count    0

Placed design
  Placed wire-length estimate    12.9 mm
  RePlAce Congestion    1.01
  Quantity of I/O buffers inserted on ports    72

Timing
  Pin slew with the least headroom to its limit    0.883 ns
  Final min period    5.71 ns
  Number of failing hold endpoints at the final stage    0
  Max-slew headroom    0.407
  Unrepaired setup endpoints after global routing    no
  Max-slew violation total from the final report    0
  Number of setup violations in the final report    0
  Final critical-path share of the clock period    0.793
  Setup TNS    0 ns
  Fmax achieved    0.175 GHz

Yosys
  Number of warnings issued by yosys    1
  Area of the mapped netlist    4260 um2
  Yosys stat area    4260 um2
  Average footprint of a synthesized cell    8.27 um2
  Yosys cell types    68
  Cell taking the most area after synthesis    sky130_fd_sc_hd__mux4_2
  Number of cells in the yosys synthesis report    515
  Seq share, synth    0
  Synth top area cells    sky130_fd_sc_hd__mux4_2 (25%), sky130_fd_sc_hd__mux2i_1 (13%), sky130_fd_sc_hd__mux2_2 (6.6%)
  Top-area cell type share of the netlist area    0.254
  Synthesized instance count    515

Floorplanning
  I/O pins    106
  Placeable core area    13900 um2
  Height of the die    121 um
  Row count    43
  Floorplan Utilization    0.307
  Die Width    121 um
  Floorplan die area    14700 um2

Power
  Pwr Density    75.2 nW/um2
  Part of the total power dissipated in sequential elements    0
  Tot Pwr    367 uW
  Proportion of power drawn by combinational gates    1.000
  Proportion of power drawn by the clock network    0
  Power dissipated by switching net loads    195 uW
  Worst-case vdd ir drop    0.0328 mV
  Cell Int Power    172 uW
  Switching portion of total power    0.531
  Static leakage power    1.75 nW

Route
  Wire length per cell    24.2 um
  Remaining antenna violation count    0
  Final WL    17.1 mm
  Antenna Cells    0
  Detailed Routing Iterations Pass 1    5
  Vias per cell    6.65
  Remaining DRCs    0
  Vias after detailed routing    4713
  Number of DRC markers in iteration 0    584

Min path
  Hold worst-path end    shifter_out[1]
  Startpoint of the tightest hold check path    y[3]
  Hold Path Cell Cnt    6
  Worst min-delay path class    input port to primary output

Clocking
  Postcts setup bufs    0
  Number of hold buffers added after cts    0
  Number of instances resized during post-cts repair    0

Flow run
  Stage-log warning count    66
  Count of maximum capacitance violations    0
[cell type report]
cell class | count | share of cell area
tap | 180 | 0.0462
multi-input combinational | 442 | 0.787
timing repair buffer | 82 | 0.163
inverter | 5 | 0.00385
[how the worst max path moves through the flow]
stage / start / to / slack (ns) / cells after the start
CTS: y[1] / shifter_out[2] / 1.50 / 7
global route: y[1] / shifter_out[2] / 1.34 / 8
finish: y[2] / shifter_out[12] / 1.49 / 8
[metal layers]
| metal | track usage | vias to the layer above | wire (um) | part of all wire |
|---|---|---|---|---|
| met5 | 0 | - | 0 | 0 |
| met4 | 0.0656 | 0 | 533 | 0.031 |
| met3 | 0.0758 | 43 | 1990 | 0.12 |
| met2 | 0.360 | 317 | 7570 | 0.44 |
| met1 | 0.340 | 2259 | 7030 | 0.41 |
| li1 | - | 2094 | - | - |
[power groups by stage]
stage / combinational [mW] / sequential [mW] / clock (mW)
after CTS: 0.362 / 0 / 0
after global routing: 0.393 / 0 / 0
final: 0.367 / 0 / 0
[metrics by stage]
stage	hold WS, ns	cells	util	setup slack [ns]	area (um2)
CTS	3.73	709	0.351	1.50	4880
global route	3.79	709	0.351	1.34	4880
detailed placement	3.73	709	0.351	1.50	4880
finish	3.73	709	0.351	1.49	4880
global placement	3.73	709	0.351	1.50	4880
floorplan	3.02	515	-	2.83	4260
[synthesized netlist by cell type (all sizes together), types with 5 or more instances]
library cell	count
nand2	60
mux2i	55
mux4	52
clkbuf	35
buf	33
nor2	31
o21ai	29
mux2	26
a21oi	23
nor3	19
nand3	16
o211ai	14
o22ai	9
a211oi	7
a22oi	7
and2	7
nand2b	6
a211o	5
a32oi	5
o221ai	5
[kinds of logic after synthesis]
family,after synthesis,share of synthesized area
buffers and inverters,73,0.0987
AND/OR/NAND/NOR,168,0.191
multiplexers,133,0.477
AND-OR/OR-AND,141,0.233
No activity file was given, so power comes from the tool's default toggle rates.
