`design/flow/run.sh`:
```
#!/bin/bash
# OpenROAD 26Q1-2900-gdf79404cd8, Yosys 0.63+post, stock flow scripts
make -C /OpenROAD-flow-scripts/flow DESIGN_CONFIG=/design/flow/config.mk WORK_HOME=/design/flow/orfs finish
```
`design/flow/config.mk`:
```
export PLATFORM = sky130hd
export DESIGN_NAME = Logical
export DESIGN_NICKNAME = Logical
export VERILOG_FILES = /design/flow/design.v
export SDC_FILE = /design/flow/constraint.sdc
export NUM_CORES = 4
export LEC_CHECK = 1
export CORE_AREA = 10 10 71 71
export DIE_AREA = 0 0 81 81
```
`design/flow/constraint.sdc`:
```
current_design Logical

set clk_period 1.6
set clk_io_pct 0.2

create_clock -name clk0 -period $clk_period

set non_clock_inputs [all_inputs -no_clocks]
set_input_delay [expr $clk_period * $clk_io_pct] -clock clk0 $non_clock_inputs
set_output_delay [expr $clk_period * $clk_io_pct] -clock clk0 [all_outputs]
```
`design/flow/design.v`:
```
`timescale 1ns / 1ps
module Logical(
	input		[31:0]	x,
	input		[31:0]	y,
	input		[2:0]	funct3,
	output	reg	[31:0]	logical_out
    );
	parameter XOR = 3'b100;
	parameter OR =	3'b110;
	parameter AND = 3'b111;
	always @(*) begin
		case(funct3)
			XOR:	logical_out = x ^ y;
			OR:		logical_out = x | y;
			AND:	logical_out = x & y;
			default: logical_out = 32'hxxxxxxxx;
		endcase
	end
endmodule
```
==> summary.txt <==
Implementation run completed; key figures follow.

Power and ir drop:
- The run puts the clock group share of total power at 0.
- The run puts the cell-internal power at 0.0004398 W.
- The run puts the switching power at 0.0002907 W.
- Dividing total power by cell area gives a power density of 231.8 nW/um^2.
- The run gives the fraction of power spent switching nets as 0.3980.
- The run puts the sequential cell fraction of total power at 0.
- The run gives the maximum ir drop on the vdd rail as 0.0001462 V.
- The script extracted a total leakage power of 1.714 nW.
- The run puts the combinational cell fraction of total power at 1.000.

Job:
- The run gives the max-capacitance violation count as 0.
- The run puts the count of tool warnings at 67.

Global route:
- The run puts the wire length of the first global-routing pass at 8.963 mm.
- The run puts the number of antenna violations at the first check in global routing at 0.
- Entering global routing, the biggest net connects 33 pins.
- The run gives the global-route congestion overflow total as 0.
- The run gives the total global routing track utilization as 0.1596.
- The number of global-route vias before repair was 2073.

Yosys:
- The cell-mix breakdown from Yosys lists the compound-gate area share as 0.2487.
- The run gives the sequential area share after synthesis as 0.
- The run gives the chip area from the yosys synthesis statistics as 2093 sq um.
- The cell-mix breakdown from Yosys lists the XOR/XNOR area share as 0.
- The run puts the number of distinct standard cells referenced by the synthesized netlist at 9.
- The run gives the Yosys warning count as 1.
- The run gives the largest family of logic cells by area as adder cells.
- Yosys reports the multiplexer fraction of the synthesized area as 0.
- Yosys stat counts 274 cells in the synthesized netlist.
- The run puts the area of the mapped netlist at 2093 sq um.
- The run gives the average instance area after synthesis as 7.640 sq um.
- Synthesis handed over a netlist of 274 instances.
- The run gives the area share of fa/ha/maj cells after synthesis as 0.3825.
- The run puts the post-synthesis share of cell area spent on and, or, nand and nor gates at 0.1955.

Routing:
- The number of antenna diodes in the final layout is 0.
- The run puts the mean number of vias per cell at 4.953.
- The run gives the via count as 2095.
- The run puts the detail-routed net length per standard cell at 13.69 microns.
- The DRC violation total left in the routed layout is recorded as 0.
- The run puts the number of search-and-repair iterations in the first detailed-routing pass at 4.
- The detail route stage leaves a number of antenna-violating nets equal to 0.
- The violation tally recorded at the end of detailed-routing iteration 0 is 93.
- The final layout contains routed wiring with a total length of 5.791 mm.

Placement:
- The run puts the number of port buffers at 99.
- In the placement report, post-DP HPWL is listed as 4.472 mm.
- The placement summary gives the final routability congestion estimate as 0.7953.
- The run puts the cell area after placement at 3214 sq um.

Floorplanning:
- The run gives the die footprint as 6561 sq um.
- The initial utilization of the core area, before any placement, comes to 0.5761.
- The run gives the overall die height as 81 microns.
- The run puts the die outline width at 81 microns.
- The floorplan step defined a core boundary enclosing 3633 sq um.
- During I/O placement, the number of pins put on the boundary was 99.
- The run gives the floorplan row count as 22.

Outcome:
- The run finished with clean final reports.

Setup path:
- The run gives the class of the most critical setup path as input pin to output pin.
- STA classifies the critical path endpoint as an output pin.
- STA classifies the critical path startpoint as an input pin.
- The data required time reported for the critical path is 1280 ps.
- The run gives the data arrival time of the critical path as 1270 ps.
- The run gives the cell at the slowest stage of the critical path as sky130_fd_sc_hd__ha_1.
- Looking at the critical path, the highest net fanout was 2.
- For reference, the critical path is launched at x[24].
- For reference, the critical path cell chain is clkdlybuf4s15_2, inv_1, ha_1, a21boi_1, a31o_1, buf_2.
- The run gives the category of cells accounting for the largest share of critical-path delay as buffers and inverters.
- The run gives the combined buffer and inverter count along the critical path as 3.
- Per STA, the highest per-stage delay on the worst path measures 280 ps.

Layout:
- The library cell used most frequently in the layout, excluding fill and tap cells, is sky130_fd_sc_hd__nand2b_1.
- The area growth from synthesis to layout is 50.57%.
- By instance count after routing, the leading logic cell types are 62 x sky130_fd_sc_hd__nand2b_1, 57 x sky130_fd_sc_hd__ha_1, 43 x sky130_fd_sc_hd__inv_1.
- The run puts the final-layout clock buffer total at 0.
- The run gives the flop count as 0.
- Per the final layout report, the fraction of cells sized above drive strength 1 comes to 0.4347.
- The run gives the area occupied by registers as 0 sq um.
- The run gives the area of all placed cells without fillers as 3152 sq um.

STA:
- The run puts the worst-case hold slack at 1126 ps.
- The run gives the maximum achievable frequency as 628.6 MHz.
- The run puts the slew at the pin closest to its max-slew limit at 231.5 ps.
- The run puts the count of endpoints failing setup in the final report at 0.
- The run gives the time the final worst path needs with I/O delays and setup as 1591 ps.
- Setup repair after global routing could not meet its margin everywhere.
- The run gives the period utilization as 0.9943.
- The run puts the final count of pins violating max slew at 0.
- Setup total negative slack on the finished layout was measured at 0 ps.
- The final timing report lists a hold violation count of 0.
- The run puts the headroom to the max-slew limit at 0.8456.

Clock tree:
- In this run, post-CTS hold repair placed 0 buffers.

Min path:
- The run gives the class of the tightest hold or removal check as input pin to output pin.
- Per the hold report, the tightest min-delay path originates at x[14].
[layout make-up]
| type | instances | area, sq um |
|---|---|---|
| inverter | 64 | 240.2 |
| fill | 199 | 481.7 |
| tap | 48 | 60.06 |
| timing repair buffer | 118 | 920.9 |
| multi-input combinational | 193 | 1931 |
[worst paths after layout]
path                               to  slack [ps]  depth (start not counted)
worst min-delay path  logical_out[14]        1130                          5
worst max-delay path  logical_out[24]           9                          6
[kinds of logic (layout without fill, tap and decap cells)]
| family | Yosys count | count (layout) |
|---|---|---|
| AND-OR/OR-AND | 64 | 64 |
| adder cells (fa/ha/maj) | 64 | 64 |
| buffers and inverters | 81 | 182 |
| AND/OR/NAND/NOR | 65 | 65 |
[synthesized netlist by cell type]
library cell                n  area [sq um]
sky130_fd_sc_hd__a21boi_0  32         240.2
sky130_fd_sc_hd__a31o_1    32         280.3
sky130_fd_sc_hd__and2_4     1         8.760
sky130_fd_sc_hd__buf_2      8         40.04
sky130_fd_sc_hd__buf_6      6         67.56
sky130_fd_sc_hd__clkbuf_2   3         15.01
sky130_fd_sc_hd__ha_1      64         800.8
sky130_fd_sc_hd__inv_1     64         240.2
sky130_fd_sc_hd__nand2b_1  64         400.4
[timing repair]
| action | in CTS | in global routing |
|---|---|---|
| pin swaps | 21 | 23 |
| buffers inserted | 3 | 0 |
| gates resized | 353 | 66 |
| setup endpoints to repair | 32 | 30 |
[power groups by stage]
stage | combinational (W) | sequential [W] | clock (W)
6_report | 0.000731 | 0 | 0
5_1_grt | 0.000827 | 0 | 0
4_1_cts | 0.000719 | 0 | 0
[layer usage]
metal,vias up,part of all wire,GRT usage
met5,-,0,0
met4,0,0.0024,0.006920
met3,2,0.091,0.04343
met2,69,0.48,0.2811
met1,944,0.43,0.1995
li1,1080,-,-
[stage by stage]
stage | setup slack (ps) | util | std cells | total power [W]
6_report | 9.119 | 0.8674 | 423 | 0.0007306
3_3_place_gp | -619.6 | 0.8846 | 422 | 0.0007693
3_5_place_dp | -638.9 | 0.8846 | 422 | 0.0007852
4_1_cts | 0.01688 | 0.8719 | 424 | 0.0007188
2_1_floorplan | 399.9 | - | 274 | 0.0003112
5_1_grt | -37.51 | 0.8674 | 423 | 0.0008267
No activity file was given, so power comes from the tool's default toggle rates.
